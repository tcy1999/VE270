**flow/config.mk**
```make
export PLATFORM = sky130hd
export DESIGN_NAME = Counter
export DESIGN_NICKNAME = Counter
export VERILOG_FILES = /design/flow/design.v
export SDC_FILE = /design/flow/constraint.sdc
export NUM_CORES = 4
export LEC_CHECK = 1
export CORE_AREA = 10 10 70 70
export DIE_AREA = 0 0 80 80
```
**flow/constraint.sdc**
```tcl
current_design Counter

set clk_period 3.1
set clk_io_pct 0.2

create_clock -name clk0 -period $clk_period [get_ports {clock}]

set non_clock_inputs [all_inputs -no_clocks]
set_input_delay [expr $clk_period * $clk_io_pct] -clock clk0 $non_clock_inputs
set_output_delay [expr $clk_period * $clk_io_pct] -clock clk0 [all_outputs]
```
**flow/design.v**
```verilog
module Counter (Out, SSD, Anode, updown,clock, reset);
parameter N = 4;
input  updown,clock, reset;
output [N-1:0] Out;
output [6:0] SSD;
output [N-1:0] Anode;
reg [N-1:0] Out;
reg [6:0] SSD;
reg [N-1:0] Anode;
always @(posedge reset or posedge clock) begin
if (reset == 1'b1) Out <= 0;
else if (updown == 1'b1)  Out <= Out + 1;
else  Out <= Out - 1;
end 
always @(Out) begin
Anode <= 4'b0111;
if (Out == 4'b0000) SSD <= 7'b0000001;
else if (Out == 4'b0001) SSD <= 7'b1001111;
else if (Out == 4'b0010) SSD <= 7'b0010010;
else if (Out == 4'b0011) SSD <= 7'b0000110;
else if (Out == 4'b0100) SSD <= 7'b1001100;
else if (Out == 4'b0101) SSD <= 7'b0100100;
else if (Out == 4'b0110) SSD <= 7'b0100000;
else if (Out == 4'b0111) SSD <= 7'b0001111;
else if (Out == 4'b1000) SSD <= 7'b0000000;
else if (Out == 4'b1001) SSD <= 7'b0000100;
else if (Out == 4'b1010) SSD <= 7'b0001000;
else if (Out == 4'b1011) SSD <= 7'b1100000;
else if (Out == 4'b1100) SSD <= 7'b0110001;
else if (Out == 4'b1101) SSD <= 7'b1000010;
else if (Out == 4'b1110) SSD <= 7'b0110000;
else SSD <= 7'b0111000;
end
endmodule
```
**flow/run.sh**
```bash
#!/bin/bash
# OpenROAD 26Q1-2900-gdf79404cd8, Yosys 0.63+post, stock flow scripts
make -C /OpenROAD-flow-scripts/flow DESIGN_CONFIG=/design/flow/config.mk WORK_HOME=/design/flow/orfs finish
```
==> out/metrics.cfg <==
[status]
status = finished, final reports clean

[route]
drt_iter0_drc = 22
wl_per_cell_um = 10.1
ant_nets = 0
routed_wl_mm = 1.22
via_per_inst = 3.83
diodes = 0
dr.pass1.iters = 4
drc = 0
vias = 464

[finish]
comb_area_um2 = 345
drive_gt1_share_pct = 12.0
largest_reg_flops = 4
mostFrequentLayoutCells = clkdlybuf4s50_1, nor2_1, inv_1, ha_1, conb_1
fillerInstances = 392
postLayoutCoreUtil_pct = 19.9
final_layout_top_logic_cell = clkdlybuf4s50_1
top_regs = Out (4)
syn2layout_area_growth_pct = 30.2
top_register = Out
regArea_um2 = 101
design_area_um2 = 679

[synthesis]
ys_seq_share_pct = 19.2
topCellsByArea = dfrtp_1, ha_1, buf_4, nor2_1, mux2i_1
ys_cells = 65
async_reset_ff_share_pct = 100
top_cell_area_share_pct = 19.2
top_area_cell = dfrtp_1
yosys-stat-area_um2 = 522
synth.distinct_cells = 34
synth-seq-cells = 4
edf_count = 0
synthCells = 65
synth_warnings = 1
syn_area_um2 = 522
flop_cell = dfrtp_1
avgSynthCellArea_um2 = 8.03

[flow_run]
tool_warnings = 29
cap_viol_max_count = 0

[setup_path]
r2r_end = Out[3]
rrSetupSlack_ns = 1.90
path_class = flop to primary output
worstPathRequired_ns = 2.48
timing.rr.start = Out[2]
cp-start-kind = flop
critPathCaptureType = primary output
crit_end = SSD[3]
cp-startpoint = Out[1]
worstPathMaxFanout = 13
worstPathArrival_ns = 2.24
rr_worst_depth = 2

[sta]
finalCriticalPeriod_ns = 2.86
tns_ns = 0
finalClockSkew_ns = 0.000680
max_freq_ghz = 0.350
hold_viol_final = 0
maxSlewViolCount = 0
grt_setup_unrepaired = false
finalCritPeriodShare_pct = 92.2
final-setup-viol-count = 0

[clock_network]
numCtsBuffers = 3
insertion_delay_ns = 0.23
root_buffer = clkbuf_4
htreeDepth = 1
clkTransAtPathRegs_ns = 0.04
cts.path.max_buffers = 2
clock_sink_count = 4
cts_tree = yes
post-cts-setup-buffers = 0
hold_buffers = 0

[global_routing]
first_global_vias = 413
grt.met1_usage_pct = 5.20
grt_pass1_wl_mm = 1.96
grt_antenna_before_repair = 0
grt_util_met3_pct = 1.93
grt_max_degree = 17
grt_use_total_pct = 3.76
met2_usage_pct = 4.90
top_usage_layer = met1
gr-total-overflow = 0

[pwr]
p_per_area_nw_per_um2 = 841
p_total_uw = 571
leakagePower_uw = 0.000263
ir_drop_uv = 187

[place]
place_area_um2 = 656
portBuffers = 13
gp_congestion = 0.757
post-dp-hpwl_um = 961

[floorplanning]
core_area_um2 = 3420
fp.dieH_um = 80
fp_util_pct = 15.3
dieArea_um2 = 6400
fp.dieW_um = 80
io_pins = 18
placementRows = 21

[worst_hold_path]
min_path_type = flop to flop
hold_depth = 1

how the worst min path moves through the flow:
stage	startpoint	endpoint
after CTS	reset	Out[0]
after global routing	reset	Out[1]
final	Out[0]	Out[0]
kinds of logic after synthesis:
logic type | Yosys count | share of synthesized area [%]
multiplexers | 2 | 3.84
flip-flops | 4 | 19.2
AND/OR/NAND/NOR | 20 | 20.6
other | 2 | 1.44
XOR/XNOR | 3 | 5.04
AND-OR/OR-AND | 15 | 21.8
adder cells (fa/ha/maj) | 5 | 12.0
buffers and inverters | 14 | 16.1
worst max-delay path, cell delays in order, from the launching register on:
cell	delay, ns
dfrtp_1	0.43
inv_1	0.11
ha_1	0.33
or2_2	0.34
o31ai_1	0.26
clkdlybuf4s50_1	0.52
what timing repair did:
action                     in CTS  in global routing
resized                         0                  1
setup endpoints to repair       0                  1
hold endpoints to repair        0                  0
where the power goes:
group	internal, µW	leakage, µW	switching [µW]	total, µW
sequential	72.7	0.0000479	67.2	140
combinational	238	0.000202	129	368
clock	43.2	0.0000138	20.2	63.4
metrics by stage:
step	cells	worst slack (ns)	hold slack [ns]
2_1_floorplan	67	1.22	0.386
3_3_place_gp	118	0.435	0.566
3_5_place_dp	118	0.372	0.572
4_1_cts	121	0.107	0.562
5_1_grt	121	0.0907	0.550
6_report	121	0.242	0.526
Yosys cell counts, drive strengths merged, types with 3 or more instances:
master and count:
buf 8, nand2 3, nor2 6, o21ai 3, inv 6, ha 5
dfrtp 4
routing by layer:
metal | up-vias | part of all wire (%)
met1 | 203 | 51
li1 | 242 | -
met4 | 0 | 2.2
met2 | 17 | 40
met3 | 2 | 6.9
met5 | - | 0
cell type report:
type | instances | area share (%)
Tap cell | 46 | 8.47
Multi-Input combinational cell | 49 | 50.8
Clock buffer | 3 | 3.31
Sequential cell | 4 | 14.9
Inverter | 6 | 3.31
Timing Repair Buffer | 13 | 19.2
Power is estimated from default activity; no workload was simulated.
