==> flow/run.sh <==
#!/bin/bash
# OpenROAD 26Q1-2900-gdf79404cd8, Yosys 0.63+post, stock flow scripts
make -C /OpenROAD-flow-scripts/flow DESIGN_CONFIG=/design/flow/config.mk WORK_HOME=/design/flow/orfs finish
==> flow/config.mk <==
export PLATFORM = sky130hd
export DESIGN_NAME = Timer
export DESIGN_NICKNAME = Timer
export VERILOG_FILES = /design/flow/design.v
export SDC_FILE = /design/flow/constraint.sdc
export NUM_CORES = 4
export LEC_CHECK = 1
export CORE_AREA = 10 10 70 70
export DIE_AREA = 0 0 80 80
==> flow/constraint.sdc <==
current_design Timer

set clk_period 2.2
set clk_io_pct 0.2

create_clock -name clk0 -period $clk_period [get_ports {clock}]

set non_clock_inputs [all_inputs -no_clocks]
set_input_delay [expr $clk_period * $clk_io_pct] -clock clk0 $non_clock_inputs
set_output_delay [expr $clk_period * $clk_io_pct] -clock clk0 [all_outputs]
==> flow/design.v <==
module Timer(Q_L,Q_R,reset, clock);
input reset, clock;
output [2:0]Q_L;
output [3:0]Q_R;
reg [2:0]Q_L; 
reg [3:0]Q_R;
always @(posedge reset or posedge clock)begin
if (reset == 1'b1) begin
Q_L<=0; Q_R<=0;
end
else if (Q_R == 4'b1001)begin
Q_R<=0; 
if (Q_L == 3'b101)
Q_L<=0;
else Q_L <= Q_L + 1; 
end
else 
Q_R <= Q_R + 1;
end
endmodule
==> impl_metrics.env <==
# physical design summary
export IMPL_timing_hold_ws_ns=0.431
export IMPL_synth_chip_area_um2=310
export IMPL_cts_max_level=1
export IMPL_yosysUniqueCellTypes=15
export IMPL_cpPeakStageDelay_ns=0.51
export IMPL_period_minus_slack_ns=1.64
export IMPL_core_area_um2=3420
export IMPL_clock_latency_ns=0.24
export IMPL_r2r_start="Q_R[2]"
export IMPL_antenna_left=0
export IMPL_area_delta_synth_final_pct=52.8
export IMPL_root_buffer="clkbuf_4"
export IMPL_max_cap_viol_count=0
export IMPL_yosysWarningCount=1
export IMPL_grt_antenna_before_repair=0
export IMPL_die_w_um=80
export IMPL_timing_slew_headroom_pct=81.7
export IMPL_maxSlewViolCount=0
export IMPL_required_ns=1.76
export IMPL_clock_sinks=7
export IMPL_grt_pass1_vias=242
export IMPL_cts_setup_buffers=0
export IMPL_rsz0062_at_grt="no"
export IMPL_grt_max_degree=8
export IMPL_holdCritPathClass="primary input to asynchronous set/reset pin"
export IMPL_dp_hpwl_um=495
export IMPL_skew_ns=0.00346
export IMPL_layout_setup_ws_ns=0.556
export IMPL_stdcell_area_um2=474
export IMPL_tns_ns=0
export IMPL_final_hold_viol_count=0
export IMPL_route_detailed_drc=0
export IMPL_clock_path_buffers=2
export IMPL_regArea_um2=175
export IMPL_crit_family="buffers and inverters"
export IMPL_netlist_area_um2=310
export IMPL_firstDrtPassIters=4
export IMPL_power_leakage_nw=0.203
export IMPL_yosysCellCount=25
export IMPL_start_kind="flop"
export IMPL_cp_arrival_ns=1.20
export IMPL_synthCells=25
export IMPL_vdd_drop_max_uv=199
export IMPL_crit_chain="clkdlybuf4s50_1"
export IMPL_ios=9
export IMPL_n_antenna_cell=0
export IMPL_wl_um=624
export IMPL_r2r_setup_slack_ns=0.90
export IMPL_comb_area_um2=124
export IMPL_fp_util_pct=9.08
export IMPL_p_per_area_nw_per_um2=517
export IMPL_fillers=394
export IMPL_holdBufCountCts=0
export IMPL_rr_worst_depth=3
export IMPL_path_clk_slew_ns=0.05
export IMPL_cpMaxStageDelayCell="clkdlybuf4s50_1"
export IMPL_endpoint_kind="output pin"
export IMPL_fmax_mhz=608
export IMPL_grt_overflow_total=0
export IMPL_place_area_um2=448
export IMPL_finalClockPeriodUsage_pct=74.7
export IMPL_grt_pass1_wl_mm=1.17
export IMPL_ctsResizeCount=0
export IMPL_vias=219
export IMPL_portBuffers=8
export IMPL_first_iter_violations=15
export IMPL_avgSynthCellArea_um2=12.4
export IMPL_die_h_um=80
export IMPL_status="completed"
export IMPL_cts_buffers=3
export IMPL_grt_usage_pct=2.35
export IMPL_critPathBufInv=1
export IMPL_r2r_end="Q_L[2]"
export IMPL_cts_tree="yes"
export IMPL_worst_slew_pin_slew_ns=0.274
export IMPL_setup_violations=0
export IMPL_rows=21
export IMPL_cp_max_fo=7
export IMPL_routedWlPerCell_um=7.52
export IMPL_synth_seq_share_pct=56.5
export IMPL_tool_warnings=25
export IMPL_vias_per_cell=2.64
export IMPL_ys_flops=7
export IMPL_critPathKind="flop to output pin"
export IMPL_dp_slack_ns=0.808
export IMPL_die_area_um2=6400
export IMPL_drive_above_1_share_pct=18.9
export IMPL_gp_congestion=0.663
[cells in the final DEF (no fill, tap or decap), drive strengths merged]
cell type / synthesis / layout
clkdlybuf4s50: 0 / 8
mux2i: 1 / 1
dfrtp: 7 / 7
clkbuf: 0 / 4
a21oi: 1 / 1
a22o: 1 / 1
nor2b: 1 / 1
nand2: 3 / 3
mux2: 3 / 3
xnor2: 1 / 1
inv: 3 / 3
and4bb: 1 / 1
nor2: 1 / 1
xor2: 1 / 1
o21ai: 1 / 1
[cell usage after synthesis]
master / number / share of area (%)
a22o_1: 1 / 2.8
a21oi_1: 1 / 1.6
xor2_1: 1 / 2.8
nand2_2: 1 / 2.0
nand2_1: 2 / 2.4
inv_1: 3 / 3.6
mux2_2: 1 / 3.6
o21ai_0: 1 / 1.6
dfrtp_1: 7 / 56
and4bb_1: 1 / 4.0
mux2i_1: 1 / 3.2
nor2_1: 1 / 1.2
mux2_4: 2 / 9.7
xnor2_1: 1 / 2.8
nor2b_1: 1 / 2.0
[cell families (layout without fill, tap and decap cells)]
logic type      after synthesis  in the layout  share of synthesized area (%)
xor+xnor                      2              2                           5.65
mux                           4              4                           16.5
flops                         7              7                           56.5
compound gates                3              3                           6.05
buf+inv                       3             15                           3.63
simple gates                  6              6                           11.7
[through the flow]
step	cells	util [%]	power, mW
floorplan	25	-	0.133
global placement	79	13.1	0.136
detailed placement	79	13.1	0.136
CTS	83	13.9	0.251
global route	83	13.9	0.265
finish	83	13.9	0.245
[worst max path at each step]
stage	from	to	slack (ns)	depth (start not counted)
finish	Q_R[0]	Q_R[0]	0.56	1
global route	Q_R[0]	Q_R[0]	0.47	1
CTS	Q_R[0]	Q_R[0]	0.53	1
[per-layer routing]
layer / up-vias / wire [um] / global-route usage (%)
met1: 98 / 300 / 3.32
met3: 0 / 154 / 2.95
met2: 12 / 168 / 2.01
li1: 109 / - / -
met4: 0 / 0 / 0.176
met5: - / 0 / 0
[area by class of cell]
class | instances | area share, %
clock buffer | 4 | 5.54
tap | 46 | 12.1
inverter | 3 | 2.37
sequential | 7 | 36.9
multi-input combinational | 15 | 26.1
timing repair buffer | 8 | 16.9
[where the power goes]
| part | internal, mW | total (mW) | leakage [nW] | switching [mW] |
|---|---|---|---|---|
| Clock | 0.0689 | 0.112 | 0.0150 | 0.0429 |
| Combinational | 0.00166 | 0.00432 | 0.0996 | 0.00266 |
| Sequential | 0.129 | 0.129 | 0.0880 | 0 |
[state kept, by name (all words and copies together), names as in the netlist]
name and count:
Q_R 4, Q_L 3
[worst reg2reg max path: stages (launching register included)]
cell and delay, ns:
dfrtp_1 0.43, and4bb_1 0.36, nand2_2 0.10, mux2_4 0.30
No activity file was given, so power comes from the tool's default toggle rates.
