==> design.v <==
module Cathode(Input,cathode);
parameter N = 4;
input [N-1:0]Input;
output [7:0]cathode;
reg [7:0]cathode;
always @(Input) begin
if (Input == 0) cathode <= 8'b00000011;
else if (Input == 1) cathode <= 8'b10011111;
else if (Input == 2) cathode <= 8'b00100101;
else if (Input == 3) cathode <= 8'b00001101;
else if (Input == 4) cathode <= 8'b10011001;
else if (Input == 5) cathode <= 8'b01001001;
else if (Input == 6) cathode <= 8'b01000001;
else if (Input == 7) cathode <= 8'b00011111;
else if (Input == 8) cathode <= 8'b00000001;
else if (Input == 9) cathode <= 8'b00001001;
else if (Input == 10) cathode <= 8'b00010001;
else if (Input == 11) cathode <= 8'b11000001;
else if (Input == 12) cathode <= 8'b01100011;
else if (Input == 13) cathode <= 8'b10000101;
else if (Input == 14) cathode <= 8'b01100001;
else cathode <= 8'b01110001;
end
endmodule
module Clock_Divider(clock_out,Q, clock_in, reset);
parameter n =  27, N = 50000000;
input reset,clock_in;
output clock_out = 0;
output [n-1:0] Q = 0;
reg [n-1:0] Q;
reg clock_out;
always @ (posedge reset or posedge clock_in)begin
if (reset == 1'b1) begin
Q <= 0;
clock_out<=0;
end
else if (Q == N-1) begin
Q<= 0;
clock_out <= ~clock_out;
end
else Q <= Q + 1;
end
endmodule
module Ring_Counter(Out,clock, reset);
input reset, clock;
output [3:0] Out;
reg [3:0] Out;
reg [1:0] counter;
always @ (posedge reset or posedge clock)begin
if (reset == 1'b1) counter <= 0;
else counter <= counter + 1;
end
always @ (Out)begin
case (counter)
2'b00: Out<=4'b0111;
2'b01: Out<=4'b1011;
2'b10: Out<=4'b1101;
2'b11: Out<=4'b1110;
endcase
end
endmodule
module Adder(equal, number, c_out, SSD, sign);
parameter N = 4;
input [N-1:0] number;
input equal;
output c_out;
output sign;
output [N-1:0] SSD;
reg c_out;
reg sign;
reg [N-1:0] sum;
reg [N-1:0] SSD;
reg [N-1:0] temp;
reg [N-1:0] b;
always @(number)begin
b = number;
end
always @(posedge equal)begin
if (sum == 0 && temp == 0)
{c_out,sum} = b;
else begin
temp = sum;
{c_out,sum} = sum + b;
if (temp[3]^b[3] === 0)
c_out = sum[3]^c_out;
else
c_out = 0;
end
if (sum[3] == 1)begin
SSD = ~sum + 1; sign = 1;
end
else begin
SSD = sum; sign = 0;
end
end 
endmodule
module Calculator(clock, reset,equal,number, c_out,anode, cathode);
input clock, reset,equal;
input[3:0] number;
output c_out;
output [3:0] anode;
output[7:0] cathode;
reg [7:0] cathode;
wire [7:0] cathodea;
wire [7:0] cathodeb;
reg [7:0] cathodec;
wire [7:0] cathoded;
wire clock_500;
wire clock_1;
wire [3:0] anode;
wire [3:0] SSD;
wire sign;
assign cathodea = 8'b11111111;
assign cathodeb = 8'b11111111;
Clock_Divider #(18,200000) Five(clock_500,, clock, reset);
Ring_Counter ring (anode,clock_500,reset);
Adder adder (equal, number, c_out,SSD, sign);
Cathode cathodeR(SSD,cathoded);
always @(sign)
if(sign == 0)
cathodec = 8'b11111111;
else cathodec = 8'b11111101;
always @(anode)begin
case (anode)
4'b0111: cathode<=cathodea;
4'b1011: cathode<=cathodeb;
4'b1101: cathode<=cathodec;
4'b1110: cathode<=cathoded;
endcase
end
endmodule
module Rolling(roll,clock,cathode,anode);
input [15:0] roll;
input clock; 
output [7:0] cathode;
output [3:0] anode;
reg[7:0] cathode;
reg [3:0] anode;
reg [1:0] i = 0;
reg [3:0] disp; 
always@ (*)
case (i)
0:  disp =  roll[3:0] ;
1:  disp =  roll[7:4] ;
2:  disp =  roll[11:8] ;
3:  disp =  roll[15:12] ;
default:disp =  roll[3:0] ;
endcase
always@ (*)
case (disp)
0:    cathode =8'b00000011;
1:    cathode =8'b10011111;
2:    cathode =8'b00100101;
3:    cathode =8'b00001101;
4:    cathode =8'b10011001;
5:    cathode =8'b01001001;
6:    cathode =8'b01000001;
7:    cathode =8'b00011111;
8:    cathode =8'b00000001;
9:    cathode =8'b00001001; 
default: cathode =8'b11111111;
endcase  
always@(*)
begin
anode=4'b1111;
anode[i]=0;
end
always@ (posedge clock)
begin
i<=i+1;
end
endmodule
module Shift(clock,out);
input clock;
output [15:0] out;
reg [0:63] ID = 64'h517370910072FFFF;
always@(posedge clock)
begin
ID[0:59]<= ID[4:63];
ID[60:63]<= ID[0:3];
end 
assign out = ID[0:15] ;
endmodule
module lab_7(in, clk, equal, sw,anode,cathode,c_out);    
input [3:0] in;
input clk,equal,sw;
output c_out;
output [3:0] anode;
output [7:0] cathode;
reg [3:0] anode;
reg [7:0] cathode;
wire [15:0] roll;
wire clk1,clk5;
wire [7:0] cathodea, cathodeb;
wire [3:0] anodea, anodeb;
Clock_Divider One(clk1,,clk, );
Clock_Divider #(18,200000) five(clk5,,clk, );
Shift shift(clk1,roll);
Rolling rolling(roll,clk5,cathodea,anodea);
Calculator calculator(clk, ,equal,in, c_out,anodeb, cathodeb);
always@(posedge clk)
begin
if (sw==1) begin
cathode <= cathodea;
anode <= anodea;
end
else if (sw==0) begin
cathode <= cathodeb;
anode <= anodeb;
end
else 
cathode = 8'b11111111;
end
endmodule
==> run.sh <==
#!/bin/bash
# OpenROAD 26Q1-2900-gdf79404cd8, Yosys 0.63+post, stock flow scripts
make -C /OpenROAD-flow-scripts/flow DESIGN_CONFIG=/design/flow/config.mk WORK_HOME=/design/flow/orfs finish
==> config.mk <==
export PLATFORM = sky130hd
export DESIGN_NAME = lab_7
export DESIGN_NICKNAME = lab_7
export VERILOG_FILES = /design/flow/design.v
export SDC_FILE = /design/flow/constraint.sdc
export NUM_CORES = 4
export LEC_CHECK = 1
export CORE_AREA = 10 10 70 70
export DIE_AREA = 0 0 80 80
==> constraint.sdc <==
current_design lab_7

set clk_period 1.5
set clk_io_pct 0.2

create_clock -name clk0 -period $clk_period [get_ports {clk}]
create_clock -name clk1 -period $clk_period [get_ports {equal}]

set non_clock_inputs [all_inputs -no_clocks]
set_input_delay [expr $clk_period * $clk_io_pct] -clock clk0 $non_clock_inputs
set_output_delay [expr $clk_period * $clk_io_pct] -clock clk0 [all_outputs]
==> flow_summary_export.csv <==
group,metric,value,unit
drt,drtPass1Iterations,3,
clock_network,clk_pin_slew,0.06,ns
synthesis,ys_seq_share,48.59,%
synthesis,ff_type,"dfxtp_1",
synthesis,postSynth.asyncResetShare,0,%
sta,hold_ws,0.4246,ns
synthesis,synth.most_common_cell,"buf_4",
run,drv_cap,0,
die,die_area,6400,sq um
final_layout,area_growth,42.52,%
final_layout,layout-drive-gt1-share,32.84,%
drt,wl_per_cell,9.920,um
die,dieHeight,80,um
die,core,3416,sq um
sta,hold_viol_final,0,
worst_hold_path,hp-class,"in2reg",
drt,drt_iter0_drc,4,
final_layout,fill_cells,373,
critical_path,cp.arrival,1.62,ns
drt,antenna_left,0,
synthesis,yosysWarnings,14,
clock_network,cts_tree,"done",
placement,dp_hpwl,869,um
placement,place.gp.congestion,0.7680,
drt,num_vias,393,
die,fp-utilization,16.89,%
synthesis,avgSynthCellArea,12.27,sq um
synthesis,ys.flops,12,
drt,n_antenna_cell,0,
final_layout,layout.cells.non_filler,113,
synthesis,synth_top_area_share,27.77,%
die,io_pins,20,
grt,antenna_found_initial,0,
grt,grt_start_max_net_pins,6,
grt,grt_pass1_wl,1.725,mm
sta,final_max_slew_viol_count,0,
sta,tns,0,ns
grt,grt_usage,3.514,%
critical_path,cp-end-kind,"flop",
die,die_w,80,um
synthesis,yosys_cells,47,
die,rows,21,
synthesis,top_cells_by_area,"dfxtp_1, edfxtp_1, buf_4",
sta,fin_skew,0.0005868,ns
synthesis,yosysTopAreaCell,"dfxtp_1",
synthesis,ys_area,576.8,sq um
drt,drc,0,
clock_network,clock_sinks,12,
clock_network,ctsHoldBuffers,0,
power_and_ir_drop,powerDensity,1692,nW/um^2
power_and_ir_drop,total_power,1.391,mW
grt,gr-total-overflow,0,
critical_path,critPathKind,"in2reg",
power_and_ir_drop,leakage,0.3360,nW
power_and_ir_drop,peakVddDrop,0.7086,mV
final_layout,postLayoutCoreUtil,24.07,%
critical_path,critPathLaunchType,"input port",
synthesis,synth-edff-count,4,
placement,placedCellCount,105,
drt,viasPerCell,3.478,
placement,numPortBuffers,13,
synthesis,netlist_instances,47,
sta,setup_violations,0,
status,status,"complete, no violations",
synthesis,syn_area,576.8,sq um
critical_path,crit_required,1.66,ns
drt,drt-total-wl,1.121,mm
critical_path,cp_max_fo,4,
synthesis,synth_cell_type_count,20,
run,tool_warnings,26,
grt,first_global_vias,412,
critical_path,r2r_setup_slack,0.10,ns
synthesis,common_cells,"buf_4, dfxtp_1, edfxtp_1, ha_1",
## state kept, by name, indices dropped and copies added, names as in the netlist
signal	count
calculator.adder.temp	4
cathode	1
calculator.adder.sum	4
anode	2
calculator.adder.c_out	1
## report_power, final
| part | leakage, nW | total, mW | internal (mW) | switching (mW) |
|---|---|---|---|---|
| Combinational | 0.197 | 0.472 | 0.304 | 0.168 |
| Sequential | 0.110 | 0.594 | 0.493 | 0.101 |
| Clock | 0.0300 | 0.325 | 0.202 | 0.123 |
## logic make-up after synthesis
group | Yosys count | synth area share, %
AOI/OAI and AO/OA | 5 | 5.423
xor gates and xnor gates | 1 | 1.519
DFF | 12 | 48.59
other | 1 | 0.6501
adders and majority gates | 5 | 12.15
and+or+nand+nor | 9 | 11.50
muxes | 2 | 5.206
buffers and inverters | 12 | 14.97
## cell type report
class	count	area (sq um)	share of cell area, %
well taps	46	57.56	7.002
repair buffers	18	168.9	20.55
flip-flops and latches	12	281.5	34.25
multi-input cells	27	254.0	30.90
inverters	2	7.507	0.9132
clock buffers	8	52.55	6.393
## metrics by stage
step,setup slack [ns],instance area (sq um)
floorplan,0.1294,591.8
global placement,-0.3386,738.2
detailed placement,-0.3318,738.2
CTS,0.003977,794.5
global route,-0.005309,822.0
finish,0.04148,822.0
## worst max-delay path, stage by stage
cell and delay, ns:
clkdlybuf4s50_1 0.52, ha_4 0.22, or2_4 0.26, and3_1 0.18
nor4_1 0.15
## what timing repair did
action	4_1_cts	5_1_grt
pin swaps	2	1
gates resized	3	6
buffers inserted	0	0
endpoints found under the setup margin	3	3
## layer usage
layer,GRT usage [%],part of all wire (%),vias to the layer above
met1,3.436,34,178
met5,0,0,-
li1,-,-,193
met2,4.976,45,18
met4,1.232,2.8,0
met3,3.523,18,4
## worst paths after layout
check,start,endpoint,cells past startpoint
max,in[2],calculator.adder.c_out,5
max in group clk0,cathode[6],cathode[1],1
max reg2reg,calculator.adder.temp[3],calculator.adder.sum[1],3
min in group clk0,sw,anode[3],1
min,in[0],calculator.adder.sum[0],2
min reg2reg,calculator.adder.sum[3],calculator.adder.temp[3],0
## layout by cell type (no fill, tap or decap)
cell type        netlist  final
clkdlybuf4s50_1        0     11
dfxtp_1                8      7
clkbuf_4               0      6
conb_1                 1      5
buf_4                  9      5
edfxtp_1               4      4
nor4_2                 2      2
nand3_1                2      2
mux2_4                 2      2
inv_1                  2      2
a21oi_1                2      2
ha_1                   4      2
clkbuf_1               0      2
and2_2                 0      1
xnor2_1                1      1
o21ai_0                1      1
a211o_1                1      1
or2_4                  0      1
and3_4                 0      1
o31ai_2                0      1
and3_1                 2      1
nor4_1                 1      1
fa_1                   1      1
ha_2                   0      1
ha_4                   0      1
dfxtp_2                0      1
dlygate4sd2_1          0      1
dlymetal6s2s_1         0      1
Power is estimated from default activity; no workload was simulated.
